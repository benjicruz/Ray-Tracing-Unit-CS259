<file path="design/flow/run.sh">
#!/bin/bash
# OpenROAD 26Q1-2900-gdf79404cd8, Yosys 0.63+post, stock flow scripts
make -C /OpenROAD-flow-scripts/flow DESIGN_CONFIG=/design/flow/config.mk WORK_HOME=/design/flow/orfs finish
</file>
<file path="design/flow/config.mk">
export PLATFORM = sky130hd
export DESIGN_NAME = ti_top
export DESIGN_NICKNAME = ti_top
export VERILOG_FILES = /design/flow/design.v
export SDC_FILE = /design/flow/constraint.sdc
export NUM_CORES = 4
export LEC_CHECK = 1
export CORE_AREA = 10 10 805 805
export DIE_AREA = 0 0 815 815
</file>
<file path="design/flow/constraint.sdc">
current_design ti_top

set clk_period 245.7
set clk_io_pct 0.2

create_clock -name clk0 -period $clk_period [get_ports {clk}]

set non_clock_inputs [all_inputs -no_clocks]
set_input_delay [expr $clk_period * $clk_io_pct] -clock clk0 $non_clock_inputs
set_output_delay [expr $clk_period * $clk_io_pct] -clock clk0 [all_outputs]
</file>
<file path="design/flow/design.v">
module ti_top #(
    parameter N                = 6,     
    parameter DEPTH_SIZE       = 5,     
    parameter ACTUAL_DEPTH     = 2**N,  
    parameter ADDR             = 32,    
    parameter ROOT_ADDR        = 32,    
    parameter NODE_SIZE        = 512,   
    parameter RAY_SIZE         = 512,   
    parameter DIST_SIZE        = 32,    
    parameter SHORT_STACK_SIZE = 5,
    parameter INTERNAL_POS     = 376,   
    parameter TRIANGLE_POS     = 440    
)
(
    input  logic                 clk,
    input  logic                 rst,
    input  logic [RAY_SIZE-1:0]    ray_data,
    input  logic                   ray_valid,
    output logic                   busy,
    input  logic [NODE_SIZE-1:0]   node_data,
    input  logic                   node_data_valid,
    output logic [ROOT_ADDR-1:0]   root_node,
    output logic [ADDR-1:0]        cur_node,
    input  logic                   H_valid,
    input  logic [$clog2(N)-1:0]   H_size,
    input  logic [N*ADDR-1:0]      H_nodes,
    input  logic [DIST_SIZE*6-1:0] H_dists,
    output logic                   intersect_children,
    output logic                   intersect_leaf
);
    logic [ACTUAL_DEPTH-1:0][$clog2(N):0]  restart_trail;
    logic [$clog2(N):0]                    k;
    logic [6*ADDR-1:0]                     S;  
    logic [DEPTH_SIZE-1:0]                 level;
    logic [DEPTH_SIZE-1:0]                 parent_level;
    logic [SHORT_STACK_SIZE*ADDR-1:0]      short_stack;
    logic [$clog2(SHORT_STACK_SIZE)-1:0]   short_stack_counter;
    logic                                  is_internal_node;
    logic                                  is_triangle_leaf;
    logic [$clog2(N)-1:0]                  S_size;
    logic                                  none_found;
    typedef enum logic [2:0] {IDLE, CHECK_NODE, SORT_NODES, PROCESS_NODES_1, PROCESS_NODES_2, POP} state_e;
    state_e state;
    assign is_internal_node = node_data[INTERNAL_POS];  
    assign is_triangle_leaf = node_data[TRIANGLE_POS];  
    task automatic sort_nodes(
        input  logic [DIST_SIZE*6-1:0] orig_H_dists,
        input  logic [ADDR*6-1:0]      orig_H_nodes,
        output logic [ADDR*6-1:0]      sorted_H_nodes
    );
        logic [DIST_SIZE*6-1:0] sorted_H_dists;
        logic [DIST_SIZE-1:0]   tmp_dist;
        logic [ADDR-1:0]        tmp_H;
        sorted_H_dists = orig_H_dists;
        sorted_H_nodes = orig_H_nodes;
        if (sorted_H_dists[0*DIST_SIZE +: DIST_SIZE] < sorted_H_dists[1*DIST_SIZE +: DIST_SIZE]) begin
            tmp_dist = sorted_H_dists[0*DIST_SIZE +: DIST_SIZE];
            sorted_H_dists[0*DIST_SIZE +: DIST_SIZE] = sorted_H_dists[1*DIST_SIZE +: DIST_SIZE];
            sorted_H_dists[1*DIST_SIZE +: DIST_SIZE] = tmp_dist;
            tmp_H = sorted_H_nodes[0*ADDR +: ADDR];
            sorted_H_nodes[0*ADDR +: ADDR] = sorted_H_nodes[1*ADDR +: ADDR];
            sorted_H_nodes[1*ADDR +: ADDR] = tmp_H;
        end
        if (sorted_H_dists[2*DIST_SIZE +: DIST_SIZE] < sorted_H_dists[3*DIST_SIZE +: DIST_SIZE]) begin
            tmp_dist = sorted_H_dists[2*DIST_SIZE +: DIST_SIZE];
            sorted_H_dists[2*DIST_SIZE +: DIST_SIZE] = sorted_H_dists[3*DIST_SIZE +: DIST_SIZE];
            sorted_H_dists[3*DIST_SIZE +: DIST_SIZE] = tmp_dist;
            tmp_H = sorted_H_nodes[2*ADDR +: ADDR];
            sorted_H_nodes[2*ADDR +: ADDR] = sorted_H_nodes[3*ADDR +: ADDR];
            sorted_H_nodes[3*ADDR +: ADDR] = tmp_H;
        end
        if (sorted_H_dists[4*DIST_SIZE +: DIST_SIZE] < sorted_H_dists[5*DIST_SIZE +: DIST_SIZE]) begin
            tmp_dist = sorted_H_dists[4*DIST_SIZE +: DIST_SIZE];
            sorted_H_dists[4*DIST_SIZE +: DIST_SIZE] = sorted_H_dists[5*DIST_SIZE +: DIST_SIZE];
            sorted_H_dists[5*DIST_SIZE +: DIST_SIZE] = tmp_dist;
            tmp_H = sorted_H_nodes[4*ADDR +: ADDR];
            sorted_H_nodes[4*ADDR +: ADDR] = sorted_H_nodes[5*ADDR +: ADDR];
            sorted_H_nodes[5*ADDR +: ADDR] = tmp_H;
        end
        if (sorted_H_dists[1*DIST_SIZE +: DIST_SIZE] < sorted_H_dists[2*DIST_SIZE +: DIST_SIZE]) begin
            tmp_dist = sorted_H_dists[1*DIST_SIZE +: DIST_SIZE];
            sorted_H_dists[1*DIST_SIZE +: DIST_SIZE] = sorted_H_dists[2*DIST_SIZE +: DIST_SIZE];
            sorted_H_dists[2*DIST_SIZE +: DIST_SIZE] = tmp_dist;
            tmp_H = sorted_H_nodes[1*ADDR +: ADDR];
            sorted_H_nodes[1*ADDR +: ADDR] = sorted_H_nodes[2*ADDR +: ADDR];
            sorted_H_nodes[2*ADDR +: ADDR] = tmp_H;
        end
        if (sorted_H_dists[3*DIST_SIZE +: DIST_SIZE] < sorted_H_dists[4*DIST_SIZE +: DIST_SIZE]) begin
            tmp_dist = sorted_H_dists[3*DIST_SIZE +: DIST_SIZE];
            sorted_H_dists[3*DIST_SIZE +: DIST_SIZE] = sorted_H_dists[4*DIST_SIZE +: DIST_SIZE];
            sorted_H_dists[4*DIST_SIZE +: DIST_SIZE] = tmp_dist;
            tmp_H = sorted_H_nodes[3*ADDR +: ADDR];
            sorted_H_nodes[3*ADDR +: ADDR] = sorted_H_nodes[4*ADDR +: ADDR];
            sorted_H_nodes[4*ADDR +: ADDR] = tmp_H;
        end
        if (sorted_H_dists[0*DIST_SIZE +: DIST_SIZE] < sorted_H_dists[1*DIST_SIZE +: DIST_SIZE]) begin
            tmp_dist = sorted_H_dists[0*DIST_SIZE +: DIST_SIZE];
            sorted_H_dists[0*DIST_SIZE +: DIST_SIZE] = sorted_H_dists[1*DIST_SIZE +: DIST_SIZE];
            sorted_H_dists[1*DIST_SIZE +: DIST_SIZE] = tmp_dist;
            tmp_H = sorted_H_nodes[0*ADDR +: ADDR];
            sorted_H_nodes[0*ADDR +: ADDR] = sorted_H_nodes[1*ADDR +: ADDR];
            sorted_H_nodes[1*ADDR +: ADDR] = tmp_H;
        end
        if (sorted_H_dists[2*DIST_SIZE +: DIST_SIZE] < sorted_H_dists[3*DIST_SIZE +: DIST_SIZE]) begin
            tmp_dist = sorted_H_dists[2*DIST_SIZE +: DIST_SIZE];
            sorted_H_dists[2*DIST_SIZE +: DIST_SIZE] = sorted_H_dists[3*DIST_SIZE +: DIST_SIZE];
            sorted_H_dists[3*DIST_SIZE +: DIST_SIZE] = tmp_dist;
            tmp_H = sorted_H_nodes[2*ADDR +: ADDR];
            sorted_H_nodes[2*ADDR +: ADDR] = sorted_H_nodes[3*ADDR +: ADDR];
            sorted_H_nodes[3*ADDR +: ADDR] = tmp_H;
        end
        if (sorted_H_dists[4*DIST_SIZE +: DIST_SIZE] < sorted_H_dists[5*DIST_SIZE +: DIST_SIZE]) begin
            tmp_dist = sorted_H_dists[4*DIST_SIZE +: DIST_SIZE];
            sorted_H_dists[4*DIST_SIZE +: DIST_SIZE] = sorted_H_dists[5*DIST_SIZE +: DIST_SIZE];
            sorted_H_dists[5*DIST_SIZE +: DIST_SIZE] = tmp_dist;
            tmp_H = sorted_H_nodes[4*ADDR +: ADDR];
            sorted_H_nodes[4*ADDR +: ADDR] = sorted_H_nodes[5*ADDR +: ADDR];
            sorted_H_nodes[5*ADDR +: ADDR] = tmp_H;
        end
        if (sorted_H_dists[1*DIST_SIZE +: DIST_SIZE] < sorted_H_dists[2*DIST_SIZE +: DIST_SIZE]) begin
            tmp_dist = sorted_H_dists[1*DIST_SIZE +: DIST_SIZE];
            sorted_H_dists[1*DIST_SIZE +: DIST_SIZE] = sorted_H_dists[2*DIST_SIZE +: DIST_SIZE];
            sorted_H_dists[2*DIST_SIZE +: DIST_SIZE] = tmp_dist;
            tmp_H = sorted_H_nodes[1*ADDR +: ADDR];
            sorted_H_nodes[1*ADDR +: ADDR] = sorted_H_nodes[2*ADDR +: ADDR];
            sorted_H_nodes[2*ADDR +: ADDR] = tmp_H;
        end
        if (sorted_H_dists[3*DIST_SIZE +: DIST_SIZE] < sorted_H_dists[4*DIST_SIZE +: DIST_SIZE]) begin
            tmp_dist = sorted_H_dists[3*DIST_SIZE +: DIST_SIZE];
            sorted_H_dists[3*DIST_SIZE +: DIST_SIZE] = sorted_H_dists[4*DIST_SIZE +: DIST_SIZE];
            sorted_H_dists[4*DIST_SIZE +: DIST_SIZE] = tmp_dist;
            tmp_H = sorted_H_nodes[3*ADDR +: ADDR];
            sorted_H_nodes[3*ADDR +: ADDR] = sorted_H_nodes[4*ADDR +: ADDR];
            sorted_H_nodes[4*ADDR +: ADDR] = tmp_H;
        end
        if (sorted_H_dists[0*DIST_SIZE +: DIST_SIZE] < sorted_H_dists[1*DIST_SIZE +: DIST_SIZE]) begin
            tmp_dist = sorted_H_dists[0*DIST_SIZE +: DIST_SIZE];
            sorted_H_dists[0*DIST_SIZE +: DIST_SIZE] = sorted_H_dists[1*DIST_SIZE +: DIST_SIZE];
            sorted_H_dists[1*DIST_SIZE +: DIST_SIZE] = tmp_dist;
            tmp_H = sorted_H_nodes[0*ADDR +: ADDR];
            sorted_H_nodes[0*ADDR +: ADDR] = sorted_H_nodes[1*ADDR +: ADDR];
            sorted_H_nodes[1*ADDR +: ADDR] = tmp_H;
        end
        if (sorted_H_dists[2*DIST_SIZE +: DIST_SIZE] < sorted_H_dists[3*DIST_SIZE +: DIST_SIZE]) begin
            tmp_dist = sorted_H_dists[2*DIST_SIZE +: DIST_SIZE];
            sorted_H_dists[2*DIST_SIZE +: DIST_SIZE] = sorted_H_dists[3*DIST_SIZE +: DIST_SIZE];
            sorted_H_dists[3*DIST_SIZE +: DIST_SIZE] = tmp_dist;
            tmp_H = sorted_H_nodes[2*ADDR +: ADDR];
            sorted_H_nodes[2*ADDR +: ADDR] = sorted_H_nodes[3*ADDR +: ADDR];
            sorted_H_nodes[3*ADDR +: ADDR] = tmp_H;
        end
        if (sorted_H_dists[4*DIST_SIZE +: DIST_SIZE] < sorted_H_dists[5*DIST_SIZE +: DIST_SIZE]) begin
            tmp_dist = sorted_H_dists[4*DIST_SIZE +: DIST_SIZE];
            sorted_H_dists[4*DIST_SIZE +: DIST_SIZE] = sorted_H_dists[5*DIST_SIZE +: DIST_SIZE];
            sorted_H_dists[5*DIST_SIZE +: DIST_SIZE] = tmp_dist;
            tmp_H = sorted_H_nodes[4*ADDR +: ADDR];
            sorted_H_nodes[4*ADDR +: ADDR] = sorted_H_nodes[5*ADDR +: ADDR];
            sorted_H_nodes[5*ADDR +: ADDR] = tmp_H;
        end
        if (sorted_H_dists[1*DIST_SIZE +: DIST_SIZE] < sorted_H_dists[2*DIST_SIZE +: DIST_SIZE]) begin
            tmp_dist = sorted_H_dists[1*DIST_SIZE +: DIST_SIZE];
            sorted_H_dists[1*DIST_SIZE +: DIST_SIZE] = sorted_H_dists[2*DIST_SIZE +: DIST_SIZE];
            sorted_H_dists[2*DIST_SIZE +: DIST_SIZE] = tmp_dist;
            tmp_H = sorted_H_nodes[1*ADDR +: ADDR];
            sorted_H_nodes[1*ADDR +: ADDR] = sorted_H_nodes[2*ADDR +: ADDR];
            sorted_H_nodes[2*ADDR +: ADDR] = tmp_H;
        end
        if (sorted_H_dists[3*DIST_SIZE +: DIST_SIZE] < sorted_H_dists[4*DIST_SIZE +: DIST_SIZE]) begin
            tmp_dist = sorted_H_dists[3*DIST_SIZE +: DIST_SIZE];
            sorted_H_dists[3*DIST_SIZE +: DIST_SIZE] = sorted_H_dists[4*DIST_SIZE +: DIST_SIZE];
            sorted_H_dists[4*DIST_SIZE +: DIST_SIZE] = tmp_dist;
            tmp_H = sorted_H_nodes[3*ADDR +: ADDR];
            sorted_H_nodes[3*ADDR +: ADDR] = sorted_H_nodes[4*ADDR +: ADDR];
            sorted_H_nodes[4*ADDR +: ADDR] = tmp_H;
        end
    endtask
    task automatic find_next_parent_level(
        input  logic [ACTUAL_DEPTH-1:0][$clog2(N):0]  restart_trail,
        input  logic [DEPTH_SIZE-1:0]                 level,
        output logic [DEPTH_SIZE-1:0]                 parent_level,
        output logic                                  none_found
    );
        none_found   = 1;
        parent_level = 0;
        for (int i = ACTUAL_DEPTH-1; i >= 0; i=i-1) begin
            if (i < level) begin
                if (restart_trail[i] != N) begin
                    if (none_found) begin
                        parent_level = i;
                        none_found   = 1'b0;
                    end
                end
            end
        end
    endtask
    always_ff @(posedge clk) begin
        if (rst) begin
            state <= IDLE;
            for (int i=0; i<ACTUAL_DEPTH; i=i+1) begin
                restart_trail[i] <= 0;
            end
            root_node           <= 'hA1;  
            cur_node            <= 0;
            intersect_children  <= 0;
            intersect_leaf      <= 0;
            k                   <= 0;
            S                   <= 0;
            level               <= 0;
            parent_level        <= 0;
            short_stack         <= 0;
            short_stack_counter <= 0;
            S_size              <= 0;
            none_found          <= 1;
            busy                <= 0;
        end
        else begin
            case(state)
                IDLE: begin
                    if (ray_valid) begin
                        state <= CHECK_NODE;
                        busy  <= 1;
                    end
                    else begin
                        state <= IDLE;
                        busy  <= 0;
                    end
                    level              <= 0;
                    cur_node           <= root_node;
                    for (int i=0; i<ACTUAL_DEPTH; i=i+1) begin
                        restart_trail[i] <= 0;
                    end
                    short_stack         <= 0;
                end
                CHECK_NODE: begin
                    if (node_data_valid) begin
                        if (is_internal_node) begin
                            k                  <= restart_trail[level];
                            intersect_children <= 1;
                            state              <= SORT_NODES;
                        end
                        else begin
                            intersect_leaf <= 1;
                            state          <= POP;
                        end
                    end
                    else begin
                        state <= CHECK_NODE;
                    end
                end
                SORT_NODES: begin
                    if (H_valid) begin
                        if (H_size != 0) begin
                            sort_nodes(H_dists, H_nodes, S);
                            S_size <= H_size;
                            state  <= PROCESS_NODES_1;
                        end
                        else begin
                            state <= POP;
                        end
                    end
                    else begin
                        state <= SORT_NODES;
                    end
                    intersect_children <= 0;
                    intersect_leaf     <= 0;
                end
                PROCESS_NODES_1: begin
                    if (k == N) begin
                        S      <= S >> ADDR*(H_size-1);  
                        S_size <= 1;
                    end
                    else begin
                        S      <= S >> ADDR*k;  
                        S_size <= S_size - k;
                    end
                    state <= PROCESS_NODES_2;
                end
                PROCESS_NODES_2: begin
                    cur_node <= S[ADDR-1:0];  
                    S        <= S >> ADDR;
                    S_size   <= S_size - 1;
                    if (S_size == 1) begin
                        restart_trail[level] <= N;
                    end
                    else begin
                        short_stack <= (short_stack << ADDR*(S_size-1)) + (S >> ADDR);
                        short_stack_counter <= short_stack_counter + S_size - 1;
                    end
                    level <= level + 1;
                    state <= CHECK_NODE;
                end
                POP: begin
                    find_next_parent_level(restart_trail, level, parent_level, none_found);
                    if (none_found) begin
                        state <= IDLE;
                    end
                    else begin
                        restart_trail[parent_level] <= restart_trail[parent_level] + 1;
                        for (int i = 0; i < ACTUAL_DEPTH; i=i+1) begin
                            if (i > parent_level+1) begin
                                restart_trail[i] <= 0;
                            end
                        end
                        if (short_stack_counter == 0) begin
                            cur_node <= root_node;
                            level    <= 0;
                        end
                        else begin
                            cur_node <= short_stack[ADDR-1:0];  
                            short_stack <= short_stack >> ADDR;
                            short_stack_counter <= short_stack_counter - 1;
                            if (short_stack_counter == 1) begin
                                restart_trail[parent_level] <= N;
                            end
                            else if (is_internal_node) begin
                                level <= parent_level;
                            end
                            else begin
                                level <= parent_level + 1;
                            end
                        end
                        state <= CHECK_NODE;
                    end
                end
            endcase
        end
    end
endmodule
</file>
==> results.txt <==
Entry: Yosys synthesis followed by OpenROAD place and route.

Outcome:
- The run finished with clean final reports.

Detailed routing:
- In the routed design, unresolved DRC markers number 0.
- The run puts the total number of vias at between 80,000 and 90,000.
- The run gives the detailed-route wire length as 404,000 um.
- The run gives the detailed-route vias per instance as roughly 4.4.
- The run gives the number of detailed-route iterations in the first pass as 9.
- The run gives the met1 layer wirelength in the final routing as 160,000 um.
- The run puts the routed length on met3 at approximately 27,000 um.
- The run puts the detailed route wirelength on metal2 at 177,000 um.
- After the first detailed-routing iteration, the DRC count stood at around 8,500.
- The run gives the average detailed-routed wire length per instance as 21.6 um.
- After detailed routing, no signal wire sits above met5.
- The run puts the final antenna-violating net count at 0.

Worst setup path:
- The run gives the maximum fanout along the worst path as between 70 and 80.
- The run gives the reg-to-reg critical path endpoint as short_stack[156].
- The run gives the critical path required time as 246.31 ns.
- STA classifies the critical path startpoint as a primary input.
- The run puts the data arrival time of the critical path at 71.83 ns.
- Looking at the reg2reg group, the worst path starts from S_size[0].
- The run gives the critical path endpoint category as a register.
- The timing report shows the most common cell along the critical path to be sky130_fd_sc_hd__buf_4.
- The worst setup path is of the in -> reg kind.
- Counting cells, the worst reg-to-reg path comes to 28.
- For this design, the slowest cell found on the critical path is sky130_fd_sc_hd__nor4_1.
- The run gives the worst path buffer plus inverter count as 12.
- The run gives the minimum setup slack among reg-to-reg paths as ~240 ns.
- The run gives the critical path's top delay family as AND-OR/OR-AND gates.
- On the worst path, the slowest cell contributes a delay of about 0.9 ns.

Clock tree:
- Post-CTS timing repair inserted 0 buffers for setup.
- The run gives the clock tree root driver cell as sky130_fd_sc_hd__clkbuf_16.
- Per the CTS log, the maximum H-tree level is 2.
- The clock drives 536 sinks.
- Buffers inserted during clock tree synthesis total 61.
- The number of hold buffers added after CTS was 0.
- The run gives the clock tree from TritonCTS as built.
- The run puts the number of buffers between clock root and the deepest sink at 3.
- The run gives the clock input transition at the sequential cells of the worst setup and hold paths as 0.06 ns.
- The run puts the clock insertion delay at the later pin of the skew report at 0.74 ns.
- Post-CTS repair ended up resizing 0 cells.

Timing:
- The run gives the setup skew after layout as 0.0511 ns.
- In the final report, the number of pins over their slew limit comes to 0.
- The run gives the worst relative slew slack as 18.8%.
- The run gives the smallest hold slack as about 0.5 ns.
- The run puts the setup violation total in the final timing report at 0.
- The run gives the share of the clock period used by the worst path after layout as 29.0%.
- The run gives the transition at the pin with the smallest max-transition slack as 1.21 ns.
- Setup repair after global routing left no endpoint under its margin.
- The run gives the count of final hold-check violations as 0.
- The run puts the minimum clock period after layout at 71.22 ns.
- The run gives the timing-limited maximum frequency as around 0.014 GHz.
- Setup total negative slack on the finished layout was measured at 0 ns.

Floorplan:
- The run puts the chip height at ~820 um.
- The run puts the chip width at just over 800 um.
- The run gives the chip footprint as ~660,000 um^2.
- The run gives the top-level I/O count as 1,483.
- The core region is 629,000 um^2.
- The run puts the placement row count at 291.
- The run puts the initial cell density of the core at 11.9%.

Final layout:
- The run puts the total of fill cells in the finished design at between 70,000 and 80,000.
- For this run, the share of the core covered by cells in the final layout is 14.4%.
- The post-route netlist has 7.08% of its cells at a drive strength greater than 1.
- The run gives the area overhead of the layout relative to synthesis as 21.1%.

Run:
- The run puts the number of max-cap violations at 0.
- The run puts the number of warning messages in the logs at ~1,000.

Synthesis:
- The synthesized netlist handed to floorplanning was reported with a cell count of 10,400.
- The run gives the dominant register cell as sky130_fd_sc_hd__dfxtp_1.
- After synthesis, the netlist uses between 100 and 150 different library cells.
- The run puts the post-synth design cell area at 74,600 um^2.
- The run gives the post-synthesis sequential area ratio as 14.4%.
- The run gives the yosys synthesis warning count as 1.
- The run gives the chip area estimate from yosys synthesis as between 70,000 and 80,000 um^2.
- Counting flops with a built-in enable in the synthesized netlist gives 0.
- The run puts the yosys cell count at 10,400.
- The run puts the proportion of synthesized flip-flops having asynchronous set or reset at 0%.
- The post-synth register bit count is 536.
- Each instance of the synthesized netlist takes up on average 7.20 um^2.

Worst hold path:
- For the worst min-delay path, the startpoint reported by OpenROAD is short_stack[142].
- In this run the worst hold path is classified as reg -> reg.
- The run puts the number of cells on the worst hold path at 2.
- STA shows the worst min-delay path finishing at short_stack[142].

Pwr:
- Summed over all nets, the switching power comes to 0.835 mW.
- The run puts the leakage component of the power at 34.4 nW.
- The run puts the internal power summed over all cells at ~0.63 mW.
- The power report attributes to the clock group a share of 7.2%.
- The run gives the fraction of power spent switching nets as about 57%.
- The flow reports that sequential cells draw 6.7% of the design power.
- The run puts the power per cell area at 16.2 nW/um^2.
- The run puts the combinational share of power at 86.1%.
- The run puts the peak ir drop on the vdd network at approximately 0.049 mV.

Global route:
- The run gives the maximum number of pins on one net before global-route repair as about 130.
- The run gives the number of global-route vias before repair as ~77,000.
- The run puts the wire length of the first global-routing pass at 571,000 um.
- The initial antenna violation count came to 18.
- Global routing finished with a remaining overflow of 0.
- The global routing report lists combined usage of all routing layers as 11.7%.

Placed design:
- The run gives the number of port buffers as 427.
- The run gives the half-perimeter wire length after detailed placement as 319,000 um.
- The run puts the global placement routability congestion at 1.00.
==> Yosys cell counts (224+ instances only) <==
cell / count / share of area (%)
sky130_fd_sc_hd__a21o_1: 224 / 2.3
sky130_fd_sc_hd__a21oi_1: 1163 / 7.8
sky130_fd_sc_hd__a221oi_1: 383 / 4.5
sky130_fd_sc_hd__clkbuf_1: 637 / 3.2
sky130_fd_sc_hd__dfxtp_1: 536 / 14
sky130_fd_sc_hd__ha_1: 646 / 11
sky130_fd_sc_hd__inv_1: 374 / 1.9
sky130_fd_sc_hd__mux2i_1: 920 / 12
sky130_fd_sc_hd__nand2_1: 1091 / 5.5
sky130_fd_sc_hd__nor2_1: 1034 / 5.2
sky130_fd_sc_hd__nor3_1: 226 / 1.5
sky130_fd_sc_hd__o21ai_0: 632 / 4.2
==> worst register-to-register path, delay by kind of cell (launching register included) <==
kind                       cells  cell delay [ns]
AOI/OAI and AO/OA             12             4.14
adders and majority gates      3             0.89
buffers and inverters          7             1.70
DFF                            1             0.64
and+or+nand+nor                6             1.44
==> cell usage in the layout (no fill, tap or decap), types with 99 or more instances in the layout <==
| cell type | netlist | routed |
|---|---|---|
| sky130_fd_sc_hd__inv_1 | 374 | 373 |
| sky130_fd_sc_hd__nor3_1 | 226 | 224 |
| sky130_fd_sc_hd__o211ai_1 | 148 | 148 |
| sky130_fd_sc_hd__mux2_2 | 148 | 148 |
| sky130_fd_sc_hd__nor2b_1 | 104 | 102 |
| sky130_fd_sc_hd__nand4_1 | 130 | 130 |
| sky130_fd_sc_hd__xnor2_1 | 107 | 105 |
| sky130_fd_sc_hd__a221oi_1 | 383 | 383 |
| sky130_fd_sc_hd__nand3_1 | 130 | 130 |
| sky130_fd_sc_hd__buf_4 | 45 | 223 |
| sky130_fd_sc_hd__ha_1 | 646 | 646 |
| sky130_fd_sc_hd__nand2_1 | 1091 | 1087 |
| sky130_fd_sc_hd__a21o_1 | 224 | 223 |
| sky130_fd_sc_hd__o21ai_0 | 632 | 631 |
| sky130_fd_sc_hd__clkdlybuf4s50_1 | 0 | 426 |
| sky130_fd_sc_hd__a21oi_1 | 1163 | 1156 |
| sky130_fd_sc_hd__o22ai_1 | 99 | 99 |
| sky130_fd_sc_hd__nor2_1 | 1034 | 1020 |
| sky130_fd_sc_hd__mux2i_1 | 920 | 918 |
| sky130_fd_sc_hd__dfxtp_1 | 536 | 530 |
| sky130_fd_sc_hd__a211oi_1 | 189 | 189 |
==> metrics by stage <==
stage          area, um^2  setup slack (ns)  cells  power (mW)
6_report            90400            174.48  18700        1.46
5_1_grt             90300            173.21  18700        1.58
4_1_cts             90300            174.89  18700        1.46
3_5_place_dp        88100            174.21  18600        1.35
3_3_place_gp        88100            174.12  18600        1.35
2_1_floorplan       74700            180.29  10400        1.00
==> metal layers <==
metal / vias up / global-route usage [%]
li1: 38500 / -
met1: 39400 / 14.6
met2: 3880 / 18.0
met3: 846 / 1.70
met4: 4 / 9.30
met5: - / 0
==> area by class of cell <==
class	count	area (um^2)	share of cell area, %
Sequential cell	536	10700	11.9
Timing Repair Buffer	656	6070	6.72
Inverter	384	1440	1.60
Clock buffer	79	1720	1.90
Tap cell	8350	10400	11.6
Antenna cell	21	52.6	0.0582
Multi-Input combinational cell	8628	59400	65.7
Clock inverter	34	477	0.528
==> cell families (layout without fill, tap and decap cells) <==
family | after synthesis | count (layout) | share of synthesized area (%)
AOI/OAI and AO/OA | 3573 | 3573 | 31.3
xor gates and xnor gates | 172 | 172 | 2.10
adders and majority gates | 648 | 648 | 10.9
buffers and inverters | 1230 | 1153 | 6.71
DFF | 536 | 536 | 14.4
muxes | 1115 | 1115 | 15.9
other | 2 | 53 | 0.0101
and+or+nand+nor | 3088 | 3088 | 18.6
==> worst max path at each step <==
stage / from / cells after the start / slack, ns / to
6_report: H_dists[119] / 69 / 174.48 / S[118]
5_1_grt: H_dists[119] / 69 / 173.21 / S[118]
4_1_cts: H_dists[119] / 69 / 174.89 / S[118]
==> power groups by stage <==
stage / clock (mW) / combinational [mW] / sequential [mW]
after CTS: 0.107 / 1.25 / 0.0974
after global routing: 0.109 / 1.37 / 0.0978
final: 0.105 / 1.26 / 0.0977
==> sequential cells by signal, summed over array words and instances, names as in the netlist <==
register,cells
S,192
S_size,3
busy,1
cur_node,32
intersect_children,1
intersect_leaf,1
k,4
level,5
restart_trail,128
short_stack,160
short_stack_counter,3
state,6
Power and IR drop assume default switching activity.
