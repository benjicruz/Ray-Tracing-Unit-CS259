$ cat flow/config.mk
export PLATFORM = sky130hd
export DESIGN_NAME = ray_box_unit
export DESIGN_NICKNAME = ray_box_unit
export VERILOG_FILES = /design/flow/design.v
export SDC_FILE = /design/flow/constraint.sdc
export NUM_CORES = 4
export LEC_CHECK = 1
export CORE_UTILIZATION = 50
$ cat flow/constraint.sdc
current_design ray_box_unit

set clk_period 4.9
set clk_io_pct 0.2

create_clock -name clk0 -period $clk_period [get_ports {clk}]

set non_clock_inputs [all_inputs -no_clocks]
set_input_delay [expr $clk_period * $clk_io_pct] -clock clk0 $non_clock_inputs
set_output_delay [expr $clk_period * $clk_io_pct] -clock clk0 [all_outputs]
$ cat flow/design.v
module ray_box_unit #(
    parameter int FP_W    = 32,
    parameter int FP_FRAC = 16
) (
    clk,
    rst,
    req_valid,
    req_ready,
    req_ray,
    req_box,
    resp_valid,
    resp_ready,
    resp_hit,
    resp_t_enter,
    resp_t_exit
);
    typedef struct packed {
        logic signed [FP_W-1:0] x;
        logic signed [FP_W-1:0] y;
        logic signed [FP_W-1:0] z;
    } vec3_t;
    typedef struct packed {
        vec3_t origin;
        vec3_t dir;
        vec3_t inv_dir;
        logic signed [FP_W-1:0] t_min;
        logic signed [FP_W-1:0] t_max;
    } ray_t;
    typedef struct packed {
        vec3_t bmin;
        vec3_t bmax;
    } aabb_t;
    input  logic                   clk;
    input  logic                   rst;
    input  logic                   req_valid;
    output logic                   req_ready;
    input  ray_t                   req_ray;
    input  aabb_t                  req_box;
    output logic                   resp_valid;
    input  logic                   resp_ready;
    output logic                   resp_hit;
    output logic signed [FP_W-1:0] resp_t_enter;
    output logic signed [FP_W-1:0] resp_t_exit;
    function automatic logic signed [FP_W-1:0]
      fp_mul (input logic signed [FP_W-1:0] a,
              input logic signed [FP_W-1:0] b);
        logic signed [(2*FP_W)-1:0] prod;
        begin
            prod   = a * b;
            fp_mul = prod >>> FP_FRAC;
        end
    endfunction
    assign req_ready = (!resp_valid) || (resp_valid && resp_ready);
    logic signed [FP_W-1:0] t1x, t2x, t1y, t2y, t1z, t2z;
    logic signed [FP_W-1:0] tmin_x, tmax_x;
    logic signed [FP_W-1:0] tmin_y, tmax_y;
    logic signed [FP_W-1:0] tmin_z, tmax_z;
    logic signed [FP_W-1:0] w_t_enter, w_t_exit;
    logic                   w_hit;
    always @(*) begin
        t1x = '0; t2x = '0;
        t1y = '0; t2y = '0;
        t1z = '0; t2z = '0;
        if (req_ray.inv_dir.x == '0) begin
            tmin_x = req_ray.t_min;
            tmax_x = req_ray.t_max;
        end else begin
            t1x = fp_mul(req_box.bmin.x - req_ray.origin.x, req_ray.inv_dir.x);
            t2x = fp_mul(req_box.bmax.x - req_ray.origin.x, req_ray.inv_dir.x);
            tmin_x = (t1x < t2x) ? t1x : t2x;
            tmax_x = (t1x > t2x) ? t1x : t2x;
        end
        if (req_ray.inv_dir.y == '0) begin
            tmin_y = req_ray.t_min;
            tmax_y = req_ray.t_max;
        end else begin
            t1y = fp_mul(req_box.bmin.y - req_ray.origin.y, req_ray.inv_dir.y);
            t2y = fp_mul(req_box.bmax.y - req_ray.origin.y, req_ray.inv_dir.y);
            tmin_y = (t1y < t2y) ? t1y : t2y;
            tmax_y = (t1y > t2y) ? t1y : t2y;
        end
        if (req_ray.inv_dir.z == '0) begin
            tmin_z = req_ray.t_min;
            tmax_z = req_ray.t_max;
        end else begin
            t1z = fp_mul(req_box.bmin.z - req_ray.origin.z, req_ray.inv_dir.z);
            t2z = fp_mul(req_box.bmax.z - req_ray.origin.z, req_ray.inv_dir.z);
            tmin_z = (t1z < t2z) ? t1z : t2z;
            tmax_z = (t1z > t2z) ? t1z : t2z;
        end
        w_t_enter = tmin_x;
        if (tmin_y > w_t_enter) w_t_enter = tmin_y;
        if (tmin_z > w_t_enter) w_t_enter = tmin_z;
        w_t_exit = tmax_x;
        if (tmax_y < w_t_exit) w_t_exit = tmax_y;
        if (tmax_z < w_t_exit) w_t_exit = tmax_z;
        if (   (w_t_exit >= w_t_enter)
            && (w_t_exit >= req_ray.t_min)
            && (w_t_enter <= req_ray.t_max)) begin
            w_hit = 1'b1;
        end else begin
            w_hit = 1'b0;
        end
    end
    always_ff @(posedge clk or posedge rst) begin
        if (rst) begin
            resp_valid   <= 1'b0;
            resp_hit     <= 1'b0;
            resp_t_enter <= '0;
            resp_t_exit  <= '0;
        end else begin
            if (req_valid && req_ready) begin
                resp_valid   <= 1'b1;
                resp_hit     <= w_hit;
                resp_t_enter <= w_t_enter;
                resp_t_exit  <= w_t_exit;
            end else if (resp_valid && resp_ready) begin
                resp_valid <= 1'b0;
            end
        end
    end
endmodule
$ cat flow/run.sh
#!/bin/bash
# OpenROAD 26Q1-2900-gdf79404cd8, Yosys 0.63+post, stock flow scripts
make -C /OpenROAD-flow-scripts/flow DESIGN_CONFIG=/design/flow/config.mk WORK_HOME=/design/flow/orfs finish
==> out/metrics.cfg <==
[floorplanning]
core-area_mm2 = 0.396
rows = 231
die-area_mm2 = 0.401
ios = 615
fp.dieH_um = 633
die_x_um = 633
fp-utilization = 0.503

[global_route]
grt_max_degree = 55
met3_usage = 0.174
grt_use_met1 = 0.556
antenna_found_initial = 100
grt_pass1_wl_um = 1080000
busiest_layer = met2
grt_overflow = 0
grt_pass1_vias = 174000
gr-usage-met2 = 0.567
grt_usage = 0.394

[cts]
cts.sinks = 66
clk_latency_ns = 0.38
cts_tree = built
cts_buffers = 9
htreeDepth = 3
clk_pin_slew_worst_paths_ns = 0.08
clockRootBuffer = clkbuf_16
cts_hold_buf = 0
cts.path.max_buffers = 2

[final_layout]
design_area_mm2 = 0.246
layout_top_cells = 5536 x inv_1, 5012 x fa_1, 3703 x buf_4
seq_area_mm2 = 0.00165
fillers = 34200
drive_above_1_share = 0.186
comb_area_mm2 = 0.175
layout.cells.most_common = inv_1
final_util = 0.622
syn2layout_area_growth_pct = 23.6
stdcell_count = 31500

[worst_setup_path]
cp-end-kind = register
path_max_fanout = 9
path_buffers = 21
path_class = in -> reg
worstPathRequired_ns = 5.19
cp_common_cell = buf_4
crit_arrival_ns = 21.02
cp-start-kind = input port
cpLargestDelayFamily = AND-OR/OR-AND gates
critPathMaxStageDelay_ns = 0.58
slowest_stage = or4_1

[yosys]
flop_cell = dfrtp_1
edf_count = 0
synth_warnings = 1
ys_seq_frac = 0.00829
ys_types = 99
postSynthAreaPerCell_um2 = 8.79
synth_stat.cells = 22700
async_reset_ff_frac = 1.00
numSynthFlops = 66
yosys_area_mm2 = 0.199
synthesis.area_mm2 = 0.199
postSynthCellCount = 22700

[place]
hpwl_um = 630000
place.gp.congestion = 1.05
dpl-instance-area_mm2 = 0.243
portBuffers = 518
dp_cells = 31300

[routing]
route.detailed.drc = 0
drtIter0Drc = 7187
drt_pass1_iterations = 6
drtAntennaViolNets = 0
viasPerCell = 5.09
vias = 160000
wirelength_um = 700000
wl_per_cell_um = 22.2

[timing]
rsz0062_at_grt = yes
tns_ns = -913.33
finalHoldViolCount = 0
maxSlewHeadroom = 0.262
worstMarginPinSlew_ns = 1.09
setup_viol = 65
final-max-slew-violation-count = 0
finalClockSkew_ns = 0.0173
min_period_ns = 20.74
post-route-period-util = 4.23
finalWorstSetupSlack_ns = -15.84
fmaxAchievable_mhz = 48.2

[status]
status = finished, violations left
violations = setup timing

[job]
drv_cap = 0
warnings = 124

[min_path]
hp-class = reg -> reg

[registers in the layout, indices dropped and copies added (netlist names)]
register,count
resp_valid,1
resp_hit,1
resp_t_exit,32
resp_t_enter,32
[cells in the mapped netlist (26+ instances only)]
cell type	n	area [um^2]
nor3_1	97	485
o21a_1	107	803
a211oi_1	26	195
a21o_1	236	1770
inv_1	5564	20900
mux2i_1	185	1850
mux2_2	79	890
nand3_1	94	470
nand2b_1	260	1630
fa_1	5034	101000
nor2_1	434	1630
o21bai_1	32	240
o211ai_1	46	345
dfrtp_1	66	1650
xnor2_1	401	3510
and3_1	82	513
a31oi_1	36	225
a21oi_1	455	2280
o21ai_0	385	1930
clkbuf_1	1171	4400
or3_1	27	169
xnor3_1	27	608
nand4_1	105	657
or2_2	30	188
o31ai_1	32	240
nor4_1	49	307
nand2_1	2882	10800
nor2b_1	375	2350
xor2_1	119	1040
and2_1	2390	15000
ha_1	1469	18400
[area by class of cell]
type,count,area share
multi-input combinational,15800,0.712
inverter,5568,0.0849
tap,5242,0.0266
clock buffer,10,0.000929
antenna,56,0.000569
sequential,66,0.00670
timing repair buffer,4687,0.168
clock inverter,6,0.000371
[routing by layer]
layer | share of wire | vias up
met3 | 0.11 | 978
li1 | - | 73100
met5 | 0.00063 | -
met4 | 0.052 | 56
met1 | 0.39 | 79900
met2 | 0.44 | 6098
[worst register-to-register path, delay by kind of cell (launching register included)]
family,cells,cell delay [ns]
compound gates,1,0.25
simple gates,2,0.54
flops,1,0.35
buf+inv,1,0.56
[final timing paths]
kind | startpoint | end | slack [ns] | cells past startpoint
setup reg to reg | resp_valid$_DFFE_PP0P_ | resp_t_enter[7]$_DFFE_PP0P_ | 3.05 | 4
max in group asynchronous | rst | resp_t_exit[4]$_DFFE_PP0P_ | 2.85 | 3
min in group asynchronous | rst | resp_t_exit[24]$_DFFE_PP0P_ | 0.98 | 2
hold reg to reg | resp_t_enter[19]$_DFFE_PP0P_ | resp_t_enter[19]$_DFFE_PP0P_ | 0.49 | 2
hold / removal | resp_t_enter[19]$_DFFE_PP0P_ | resp_t_enter[19]$_DFFE_PP0P_ | 0.49 | 2
setup / recovery | req_ray[328] | resp_hit$_DFFE_PP0P_ | -15.84 | 99
[logic make-up after synthesis]
family | count (synthesis) | share of synthesized area
and+or+nand+nor | 6889 | 0.174
buffers and inverters | 6782 | 0.128
adders and majority gates | 6506 | 0.598
AOI/OAI and AO/OA | 1610 | 0.0514
xor gates and xnor gates | 549 | 0.0261
muxes | 266 | 0.0139
DFF | 66 | 0.00829
[stage by stage]
step	setup WS [ns]	hold slack [ns]
2_1_floorplan	-14.87	0.419
3_3_place_gp	-17.92	0.469
3_5_place_dp	-17.96	0.475
4_1_cts	-15.79	0.491
5_1_grt	-16.95	0.521
6_report	-15.84	0.489
[timing repair]
action                     CTS  global route
gates resized              433            85
pin swaps                  181            39
setup endpoints to repair   65            65
setup buffers              102            15
gates cloned                 1             0
